==> ./design.v <==
module hex_to_7seg (out, in);
    output reg [6:0] out;    
    input      [3:0] in;     
    always @ (*) begin
        case (in)
            4'h0: out = 7'b1000000;  
            4'h1: out = 7'b1111001;  
            4'h2: out = 7'b0100100;  
            4'h3: out = 7'b0110000;  
            4'h4: out = 7'b0011001;  
            4'h5: out = 7'b0010010;  
            4'h6: out = 7'b0000010;  
            4'h7: out = 7'b1111000;  
            4'h8: out = 7'b0000000;  
            4'h9: out = 7'b0011000;  
            default: out = 7'b1111111;  
        endcase
    end
endmodule
==> ./run.sh <==
#!/bin/bash
# OpenROAD 26Q1-2900-gdf79404cd8, Yosys 0.63+post, stock flow scripts
make -C /OpenROAD-flow-scripts/flow DESIGN_CONFIG=/design/flow/config.mk WORK_HOME=/design/flow/orfs finish
==> ./config.mk <==
export PLATFORM = sky130hd
export DESIGN_NAME = hex_to_7seg
export DESIGN_NICKNAME = hex_to_7seg
export VERILOG_FILES = /design/flow/design.v
export SDC_FILE = /design/flow/constraint.sdc
export NUM_CORES = 4
export LEC_CHECK = 1
export CORE_AREA = 10 10 70 70
export DIE_AREA = 0 0 80 80
==> ./constraint.sdc <==
current_design hex_to_7seg

set clk_period 1.4
set clk_io_pct 0.2

create_clock -name clk0 -period $clk_period

set non_clock_inputs [all_inputs -no_clocks]
set_input_delay [expr $clk_period * $clk_io_pct] -clock clk0 $non_clock_inputs
set_output_delay [expr $clk_period * $clk_io_pct] -clock clk0 [all_outputs]
==> results.txt <==
Status of the implementation.

- The pre-CTS worst setup slack is -0.703 ns, for reference.
- The fraction of final layout cells sized beyond drive strength 1 is 75.9%, for reference.
- The part of the Yosys area used for sequential elements is 0%, for reference.
- A synthesized cell averages 7.10 sq um.
- The global-route usage over all layers is 2.68%, for reference.
- The average wire per standard cell is 8.63 um, for reference.
- The post-route worst hold slack is 0.982 ns, for reference.
- The tally of nets with antenna violations remaining after routing is 0, for reference.
- The number of global-route vias before repair is 318, for reference.
- The switching component of the power was reported as approximately 0.068 mW.
- Combinational logic burns 100.0% of the power.
- The cell area after layout is 569 sq um, for reference.
- OpenSTA lists the critical path startpoint as in[1].
- The startpoint of the worst hold path is in[2], for reference.
- The post-detailed-route via-to-cell ratio is 3.17, for reference.
- The data required time at the worst endpoint is 1.12 ns, for reference.
- Sorting the synthesized cells by area gives the leading types as sky130_fd_sc_hd__ha_1, sky130_fd_sc_hd__o21ai_2, sky130_fd_sc_hd__o21ai_1.
- After its last routability iteration, the placer logged a weighted congestion of 0.840.
- After layout, the worst setup slack is 0.0542 ns.
- The maximum VDD drop is 0.0000455 V, for reference.
- The kind of end point of the critical path is an output pin, for reference.
- The run finished with clean final reports.
- The critical path maximum fanout is 5.
- In the final report, the number of endpoints failing setup comes to 0.
- The die outline area is roughly 0.0064 sq mm, for reference.
- The overall power after layout is 0.156 mW, for reference.
- Switching power as a fraction of the total was reported as 43.6%.
- The row count is 21, for reference.
- The horizontal extent of the die is roughly 80 um, for reference.
- The flip-flop and latch area is 0 sq um, for reference.
- The arrival time reported for the critical path endpoint is 1.07 ns, for reference.
- The power share of the clock group is 0%, for reference.
- The area recorded from the Yosys report for this design is between 200 and 250 sq um.
- The detailed-route wire length is 863 um, for reference.
- The cell-internal power is slightly below 0.09 mW, for reference.
- Per the GRT congestion report, total overflow comes to 0.
- The biggest area contributor in the post-synthesis netlist is sky130_fd_sc_hd__ha_1.
- The report counts max-capacitance violations totalling 0.
- The minimum clock period after layout is 1.35 ns, for reference.
- The cell count listed in synth_stat.txt is 34, for reference.
- The path type of the worst setup path is in2out, for reference.
- The detailed-router iteration count before antenna repair is 1, for reference.
- The post-place instance area is between 400 and 500 sq um, for reference.
- Pin placement for this block handled 11 I/O pins.
- Warnings reported by Yosys during synthesis add up to 1.
- The count of pins over their slew limit is 0, for reference.
- The detailed placer's ending HPWL is around 570 um, for reference.
- Dividing total power by cell area gives a power density of ~270 mW/mm^2.
- The number of port buffers is 11, for reference.
- The post-route fraction of the period consumed by the critical path is 96.1%, for reference.
- The number of clock buffers in the layout is 0, for reference.
- The script parses the final routing iteration and logs DRC violations as 0.
- After synthesis the cells add up to 241 sq um.
- Looking at the power breakdown, sequential logic takes 0% of the total.
- The cell count after placement is 96, for reference.
- The number of antenna violations at the first check in global routing came to 0.
- The number of hold-repair buffers added at the cts stage is 0, for reference.
- The number of DRC violations after detailed-routing iteration 0 is 0, for reference.
- Synthesis handed over a netlist of 34 instances.
- The vertical extent of the die is about 80 um, for reference.
- The gate-level netlist out of Yosys references 14 unique cell types.
- Per the OpenROAD power report, leakage power amounts to ~0.23 nW.
- For this run, the number of standard cells in the final layout without fillers is 100.
- The tool warning count for the run is 37.
- The largest net degree at the start of global routing is 12, for reference.
- In the floorplan report the effective utilization is under 10%.
- The utilization after layout is 16.7%, for reference.
- Summed over its instances, the top area cell type makes up 25.9% of the synthesized netlist area.
- The wire length of the first global-routing pass is 1490 um, for reference.
- The via total after detailed routing is ~320, for reference.
- Setup total negative slack on the finished layout was measured at 0 ns.
- Note that the worst hold path type here is in2out.
- The area added between synthesis and finish is 136%, for reference.
- The tightest slew margin relative to the limit is a little over four fifths, for reference.
- By count the netlist is led by sky130_fd_sc_hd__ha_1, sky130_fd_sc_hd__o21ai_2, sky130_fd_sc_hd__nor2_1, sky130_fd_sc_hd__o21ai_1.
- The final hold violation count recorded for this run is 0.
- Looking at the max-slew report, the worst-margin pin has a slew of about 0.24 ns.
- The total antenna diodes in the routed design is 0, for reference.
- STA classifies the critical path startpoint as a primary input.
- The maximum operating frequency is 743 MHz, for reference.
- There are 0 flip-flops and latches.
- Per the OpenROAD floorplan log, the area of the core is 0.00342 sq mm.
what timing repair did:
item                       4_1_cts  5_1_grt
buffers inserted                 3        0
setup endpoints to repair        7        5
pin swaps                        9        6
resized                         52       12
cloned                           1        0
layout make-up:
class              instances  area [sq um]
fillers                  384          2850
inverters                  3          18.8
multi-input cells         29           309
well taps                 46          57.6
repair buffers            22           184
power groups by stage:
stage | registers, mW | logic [mW] | clock network (mW)
after CTS | 0 | 0.148 | 0
final | 0 | 0.156 | 0
after global routing | 0 | 0.172 | 0
cell usage in the layout (no fill, tap or decap), drive strengths merged:
cell type	instances
nor3b	1
nand2b	4
o21ai	10
buf	15
clkdlybuf4s15	2
ha	5
inv	3
nor2	4
a21oi	3
nand2	2
dlygate4sd2	2
clkbuf	3
layer usage:
metal | track usage [%] | wire length (um) | up-vias
met5 | 0 | 0 | -
met4 | 0 | 0 | 0
met3 | 0.568 | 68 | 0
met2 | 5.14 | 449 | 7
met1 | 3.10 | 345 | 154
li1 | - | - | 156
worst paths after layout:
kind	to	slack, ns	cells past startpoint
worst max-delay path	out[2]	0.05	6
worst min-delay path	out[4]	0.98	4
worst max-delay path: stages:
cell,delay [ns]
sky130_fd_sc_hd__buf_8,0.11
sky130_fd_sc_hd__buf_6,0.13
sky130_fd_sc_hd__buf_4,0.13
sky130_fd_sc_hd__o21ai_1,0.11
sky130_fd_sc_hd__o21ai_1,0.06
sky130_fd_sc_hd__dlygate4sd2_1,0.24
kinds of logic after synthesis:
family                     count (synthesis)  synth area share (%)
AOI/OAI and AO/OA                         13                  34.7
adders and majority gates                  5                  25.9
buffers and inverters                      5                  11.4
and+or+nand+nor                           11                  28.0
No activity file was given, so power comes from the tool's default toggle rates.
